File: design/flow/design.v
module ForwardingUnit(
    input wire [4:0] ID_EX_RS1,   
    input wire [4:0] ID_EX_RS2,   
    input wire [4:0] EX_MEM_RD,   
    input wire [4:0] MEM_WB_RD,   
    input wire EX_MEM_RegWrite,   
    input wire MEM_WB_RegWrite,   
    output reg [1:0] ForwardA,    
    output reg [1:0] ForwardB     
);
    always @(*) begin
        if (EX_MEM_RegWrite && (EX_MEM_RD != 0) && (EX_MEM_RD == ID_EX_RS1))
            ForwardA = 2'b10;  
        else if (MEM_WB_RegWrite && (MEM_WB_RD != 0) && (MEM_WB_RD == ID_EX_RS1))
            ForwardA = 2'b01;  
        else
            ForwardA = 2'b00;  
    end
    always @(*) begin
        if (EX_MEM_RegWrite && (EX_MEM_RD != 0) && (EX_MEM_RD == ID_EX_RS2))
            ForwardB = 2'b10;  
        else if (MEM_WB_RegWrite && (MEM_WB_RD != 0) && (MEM_WB_RD == ID_EX_RS2))
            ForwardB = 2'b01;  
        else
            ForwardB = 2'b00;  
    end
endmodule
module EX(
    input  wire         rst,
    input  wire [4:0]   ALUop_i,
    input  wire [31:0]  Oprend1,
    input  wire [31:0]  Oprend2,
    input  wire [4:0]   WriteDataNum_i,
    input  wire         WriteReg_i,
    input  wire [4:0]   RS1,
    input  wire [4:0]   RS2,
    input  wire [4:0]   EX_MEM_RD,
    input  wire [4:0]   MEM_WB_RD,
    input  wire         EX_MEM_RegWrite,
    input  wire         MEM_WB_RegWrite,
    input  wire [31:0]  EX_MEM_ALUResult,
    input  wire [31:0]  MEM_WB_Data,
    input  wire [31:0]  inst_i,           
    output reg  [31:0]  ALUResult,
    output reg  [4:0]   WriteDataNum_o,
    output reg          WriteReg_o,
    output reg  [31:0]  WriteData_o       
);
    wire [1:0] ForwardA;
    wire [1:0] ForwardB;
    reg [31:0] ForwardedOprend1;
    reg [31:0] ForwardedOprend2;
    ForwardingUnit FU(
        .ID_EX_RS1(RS1),
        .ID_EX_RS2(RS2),
        .EX_MEM_RD(EX_MEM_RD),
        .MEM_WB_RD(MEM_WB_RD),
        .EX_MEM_RegWrite(EX_MEM_RegWrite),
        .MEM_WB_RegWrite(MEM_WB_RegWrite),
        .ForwardA(ForwardA),
        .ForwardB(ForwardB)
    );
    always @(*) begin
        case (ForwardA)
            2'b10: ForwardedOprend1 = EX_MEM_ALUResult;
            2'b01: ForwardedOprend1 = MEM_WB_Data;
            default: ForwardedOprend1 = Oprend1;
        endcase
    end
    always @(*) begin
        case (ForwardB)
            2'b10: ForwardedOprend2 = EX_MEM_ALUResult;
            2'b01: ForwardedOprend2 = MEM_WB_Data;
            default: ForwardedOprend2 = Oprend2;
        endcase
    end
    wire [31:0] add_result;
    wire [31:0] sub_result;
    wire [31:0] sll_result;
    wire [31:0] srl_result;
    wire [31:0] xor_result;
    wire [31:0] or_result;
    wire [31:0] and_result;
    wire        dummy_cout;  
    ADD_32 u_add (
        .A(ForwardedOprend1),
        .B(ForwardedOprend2),
        .Sum(add_result),
        .Cout(dummy_cout)
    );
    SUB_32 u_sub (
        .A(ForwardedOprend1),
        .B(ForwardedOprend2),
        .Diff(sub_result),
        .Cout(dummy_cout)
    );
    SLL_32 u_sll (
        .in(ForwardedOprend1),
        .shamt(ForwardedOprend2[4:0]),
        .out(sll_result)
    );
    SRL_32 u_srl (
        .in(ForwardedOprend1),
        .shamt(ForwardedOprend2[4:0]),
        .out(srl_result)
    );
    XOR_32 u_xor (
        .A(ForwardedOprend1),
        .B(ForwardedOprend2),
        .Y(xor_result)
    );
    OR_32 u_or (
        .A(ForwardedOprend1),
        .B(ForwardedOprend2),
        .Y(or_result)
    );
    AND_32 u_and (
        .A(ForwardedOprend1),
        .B(ForwardedOprend2),
        .Y(and_result)
    );
    always @(*) begin
        if (rst) begin
            ALUResult = 32'b0;
            WriteDataNum_o = 5'b0;
            WriteReg_o = 1'b0;
            WriteData_o = 32'b0;
        end else begin
            case (ALUop_i)
                5'b10000: WriteData_o = Oprend1 + Oprend2;  
                5'b10001: WriteData_o = Oprend1 + Oprend2;  
                5'b10010: WriteData_o = Oprend1 + Oprend2;  
                5'b10100: WriteData_o = Oprend1 + Oprend2;  
                5'b10101: WriteData_o = Oprend1 + Oprend2;  
                5'b01100: WriteData_o = add_result;        
                5'b01101: WriteData_o = add_result;        
                5'b01110: WriteData_o = sub_result;        
                5'b01000: WriteData_o = sll_result;        
                5'b00110: WriteData_o = xor_result;        
                5'b01001: WriteData_o = srl_result;        
                5'b00101: WriteData_o = or_result;         
                5'b00100: WriteData_o = and_result;        
                default:  WriteData_o = 32'b0;             
            endcase
            ALUResult = WriteData_o;
            WriteDataNum_o = WriteDataNum_i;
            WriteReg_o = WriteReg_i;
        end
    end
endmodule
module FULL_ADDER (
    input a,
    input b,
    input cin,
    output sum,
    output cout
);
    xor(sum, a, b, cin);
    wire w1, w2, w3;
    and(w1, a, b);
    and(w2, a, cin);
    and(w3, b, cin);
    or(cout, w1, w2, w3);
endmodule
module ADD_32 (
    input [31:0] A,
    input [31:0] B,
    output [31:0] Sum,
    output Cout
);
    wire [32:0] Carry;
    assign Carry[0] = 1'b0;
    genvar i;
    generate
        for (i=0; i<32; i=i+1) begin : adder_loop
            FULL_ADDER fa (
                .a(A[i]),
                .b(B[i]),
                .cin(Carry[i]),
                .sum(Sum[i]),
                .cout(Carry[i+1])
            );
        end
    endgenerate
    assign Cout = Carry[32];
endmodule
module SUB_32 (
    input [31:0] A,
    input [31:0] B,
    output [31:0] Diff,
    output Cout
);
    wire [31:0] B_comp = ~B;
    wire [31:0] B_twos_comp;
    wire Cout_temp;
    ADD_32 add1 (
        .A(B_comp),
        .B(32'd1),
        .Sum(B_twos_comp),
        .Cout(Cout_temp)
    );
    ADD_32 add2 (
        .A(A),
        .B(B_twos_comp),
        .Sum(Diff),
        .Cout(Cout)
    );
endmodule
module AND_32 (
    input [31:0] A,
    input [31:0] B,
    output [31:0] Y
);
    genvar i;
    generate
        for (i=0; i<32; i=i+1) begin : and_loop
            and u_and(Y[i], A[i], B[i]);
        end
    endgenerate
endmodule
module OR_32 (
    input [31:0] A,
    input [31:0] B,
    output [31:0] Y
);
    genvar i;
    generate
        for (i=0; i<32; i=i+1) begin : or_loop
            or u_or(Y[i], A[i], B[i]);
        end
    endgenerate
endmodule
module XOR_32 (
    input [31:0] A,
    input [31:0] B,
    output [31:0] Y
);
    genvar i;
    generate
        for (i=0; i<32; i=i+1) begin : xor_loop
            xor u_xor(Y[i], A[i], B[i]);
        end
    endgenerate
endmodule
module SLL_32 (
    input  [31:0] in,
    input  [4:0]  shamt,
    output [31:0] out
);
    wire [31:0] stage0, stage1, stage2, stage3, stage4;
    assign stage0 = shamt[0] ? {in[30:0], 1'b0}     : in;
    assign stage1 = shamt[1] ? {stage0[29:0], 2'b0}   : stage0;
    assign stage2 = shamt[2] ? {stage1[27:0], 4'b0}     : stage1;
    assign stage3 = shamt[3] ? {stage2[23:0], 8'b0}     : stage2;
    assign stage4 = shamt[4] ? {stage3[15:0], 16'b0}     : stage3;
    assign out = stage4;
endmodule
module SRL_32 (
    input  [31:0] in,
    input  [4:0]  shamt,
    output [31:0] out
);
    wire [31:0] stage0, stage1, stage2, stage3, stage4;
    assign stage0 = shamt[0] ? {1'b0, in[31:1]}       : in;
    assign stage1 = shamt[1] ? {2'b0, stage0[31:2]}     : stage0;
    assign stage2 = shamt[2] ? {4'b0, stage1[31:4]}       : stage1;
    assign stage3 = shamt[3] ? {8'b0, stage2[31:8]}       : stage2;
    assign stage4 = shamt[4] ? {16'b0, stage3[31:16]}     : stage3;
    assign out = stage4;
endmodule
module SRA_32 (
    input  [31:0] in,
    input  [4:0]  shamt,
    output [31:0] out
);
    wire sign;
    assign sign = in[31];
    wire [31:0] stage0, stage1, stage2, stage3, stage4;
    assign stage0 = shamt[0] ? {sign, in[31:1]}       : in;
    assign stage1 = shamt[1] ? {{2{sign}}, stage0[31:2]} : stage0;
    assign stage2 = shamt[2] ? {{4{sign}}, stage1[31:4]} : stage1;
    assign stage3 = shamt[3] ? {{8{sign}}, stage2[31:8]} : stage2;
    assign stage4 = shamt[4] ? {{16{sign}}, stage3[31:16]}: stage3;
    assign out = stage4;
endmodule
File: design/flow/run.sh
#!/bin/bash
# OpenROAD 26Q1-2900-gdf79404cd8, Yosys 0.63+post, stock flow scripts
make -C /OpenROAD-flow-scripts/flow DESIGN_CONFIG=/design/flow/config.mk WORK_HOME=/design/flow/orfs finish
File: design/flow/config.mk
export PLATFORM = sky130hd
export DESIGN_NAME = EX
export DESIGN_NICKNAME = EX
export VERILOG_FILES = /design/flow/design.v
export SDC_FILE = /design/flow/constraint.sdc
export NUM_CORES = 4
export LEC_CHECK = 1
export CORE_UTILIZATION = 50
File: design/flow/constraint.sdc
current_design EX

set clk_period 31.1
set clk_io_pct 0.2

create_clock -name clk0 -period $clk_period

set non_clock_inputs [all_inputs -no_clocks]
set_input_delay [expr $clk_period * $clk_io_pct] -clock clk0 $non_clock_inputs
set_output_delay [expr $clk_period * $clk_io_pct] -clock clk0 [all_outputs]
==> impl_metrics.prom <==
# HELP chip_impl_metric Flow report values
# TYPE chip_impl_metric gauge
chip_impl_metric{name="power.leakage",unit="uW"} 0.00564
chip_impl_metric{name="timing.max_slew.rel_slack",unit=""} 0.423
chip_impl_metric{name="preCtsSetupSlack",unit="ns"} 0.722
chip_impl_metric{name="warnings_from_yosys",unit=""} 2
chip_impl_metric{name="p_sw",unit="uW"} 157
chip_impl_metric{name="detail_route.antenna_diodes",unit=""} 0
chip_impl_metric{name="viasPerCell",unit=""} 6.70
chip_impl_metric{name="crit_path_max_fanout",unit=""} 32
chip_impl_metric{name="floorplanUtilization",unit=""} 0.514
chip_impl_info{name="highest_metal_layer_used_by_the_detailed_router",value="met4"} 1
chip_impl_metric{name="ff_latch_area",unit="sq um"} 0
chip_impl_metric{name="post-route-drc-count",unit=""} 0
chip_impl_metric{name="max-cap-violations",unit=""} 0
chip_impl_metric{name="finalHoldViolations",unit=""} 0
chip_impl_metric{name="grt_util_all_layers",unit=""} 0.436
chip_impl_metric{name="power.share.clock",unit=""} 0
chip_impl_metric{name="post-dp-hpwl",unit="microns"} 40300
chip_impl_metric{name="compound_area_frac",unit=""} 0.312
chip_impl_metric{name="max_freq",unit="MHz"} 33.0
chip_impl_metric{name="portBuffers",unit=""} 232
chip_impl_metric{name="chipArea",unit="sq mm"} 0.0232
chip_impl_metric{name="synthSimpleGateAreaFrac",unit=""} 0.159
chip_impl_info{name="rsz0062_at_grt",value="false"} 1
chip_impl_metric{name="timing.critical_path.required",unit="ns"} 24.88
chip_impl_info{name="synth.top_cells.by_area",value="sky130_fd_sc_hd__ha_1 (14%), sky130_fd_sc_hd__mux2i_1 (13%), sky130_fd_sc_hd__fa_1 (11%)"} 1
chip_impl_metric{name="ys_sh_xor",unit=""} 0.0323
chip_impl_metric{name="ys_sh_mux",unit=""} 0.146
chip_impl_info{name="min_to",value="WriteDataNum_o[2]"} 1
chip_impl_metric{name="overall_via_count_from_detail_route",unit=""} 13100
chip_impl_metric{name="design_power_total",unit="uW"} 262
chip_impl_metric{name="post-route-worst-setup-slack",unit="ns"} 0.842
chip_impl_metric{name="wl_met1",unit="microns"} 19600
chip_impl_info{name="synth_area_leader_cell",value="sky130_fd_sc_hd__ha_1"} 1
chip_impl_metric{name="syn_to_layout_area_delta",unit="%"} 21.9
chip_impl_metric{name="internal_power",unit="uW"} 106
chip_impl_metric{name="tool_warnings",unit=""} 98
chip_impl_metric{name="coreArea",unit="sq mm"} 0.0220
chip_impl_info{name="cp_common_cell",value="sky130_fd_sc_hd__fa_1"} 1
chip_impl_info{name="timing_worst_setup_path_type",value="in -> out"} 1
chip_impl_info{name="worst_path_dominant_cell_family",value="adder cells"} 1
chip_impl_metric{name="synthesis.instances",unit=""} 1516
chip_impl_metric{name="drv_slew",unit=""} 0
chip_impl_metric{name="power.density_cell_area",unit="mW/mm^2"} 19.1
chip_impl_metric{name="worst-endpoint-arrival",unit="ns"} 24.04
chip_impl_metric{name="first_global_vias",unit=""} 12900
chip_impl_metric{name="die_x",unit="microns"} 152
chip_impl_metric{name="ys_types",unit=""} 89
chip_impl_metric{name="ant_nets",unit=""} 0
chip_impl_info{name="cp-end-kind",value="output port"} 1
chip_impl_metric{name="antenna_found_initial",unit=""} 1
chip_impl_metric{name="routedWlPerCell",unit="microns"} 25.4
chip_impl_metric{name="finish.utilization",unit=""} 0.627
chip_impl_metric{name="setup_total_negative_slack",unit="ns"} 0
chip_impl_info{name="status",value="complete, no violations"} 1
chip_impl_metric{name="max_slew.worst_pin.slew",unit="ns"} 0.859
chip_impl_metric{name="num_rows",unit=""} 54
chip_impl_info{name="holdCritPathClass",value="in -> out"} 1
chip_impl_metric{name="syn_avg_cell_area",unit="sq um"} 7.45
chip_impl_metric{name="synth_area",unit="sq mm"} 0.0113
chip_impl_metric{name="place_congestion",unit=""} 1.13
chip_impl_metric{name="netlist.area_leader.share",unit=""} 0.140
chip_impl_info{name="cp_slowest_cell",value="sky130_fd_sc_hd__clkdlybuf4s50_1"} 1
chip_impl_metric{name="hold_depth",unit=""} 3
chip_impl_metric{name="met3_wirelength",unit="microns"} 6730
chip_impl_metric{name="seq_power_share",unit=""} 0
chip_impl_metric{name="drtIter0Drc",unit=""} 1225
chip_impl_metric{name="setup_viol",unit=""} 0
chip_impl_metric{name="layout_min_cycle_time",unit="ns"} 30.26
chip_impl_metric{name="yosysSeqAreaShare",unit=""} 0
chip_impl_metric{name="drt_wl_total",unit="microns"} 49900
chip_impl_metric{name="min_period_over_period",unit=""} 0.973
chip_impl_metric{name="synth.yosys.chip_area",unit="sq mm"} 0.0113
chip_impl_metric{name="final.clkbuf_count",unit=""} 0
chip_impl_metric{name="sw_frac_of_total",unit=""} 0.598
chip_impl_metric{name="post_synth_fa_ha_maj_area_fraction",unit=""} 0.248
chip_impl_metric{name="critical_path_buf_inv_count",unit=""} 4
chip_impl_metric{name="yosys_cells",unit=""} 1516
chip_impl_metric{name="max_stage_delay",unit="ns"} 0.69
chip_impl_metric{name="irDropWorstVdd",unit="mV"} 0.0152
chip_impl_info{name="synth.logic.top_family",value="AND-OR/OR-AND gates"} 1
chip_impl_metric{name="grt.overflow.total",unit=""} 0
chip_impl_metric{name="drt_first_pass_iters",unit=""} 24
chip_impl_metric{name="die_y",unit="microns"} 152
chip_impl_metric{name="post_route_cells_drive_above_1_share",unit=""} 0.0707
chip_impl_info{name="startpoint_type",value="input port"} 1
chip_impl_metric{name="ios",unit=""} 264
chip_impl_metric{name="routed-wl-met2",unit="microns"} 21000
chip_impl_info{name="hold_start",value="WriteDataNum_i[2]"} 1
chip_impl_metric{name="flops",unit=""} 0
chip_impl_metric{name="comb_power_share",unit=""} 1.000
chip_impl_metric{name="grt_start_max_net_pins",unit=""} 54
chip_impl_metric{name="grt_first_pass_wirelength",unit="microns"} 76000
chip_impl_metric{name="cts_hold_buf",unit=""} 0
[metal layers]
layer  GRT usage  vias up
met2       0.640      906
met4       0.190        0
li1            -     5982
met1       0.579     6092
met5     0.00414        -
met3       0.162      168
[power by group through the flow]
stage	clock, uW	combinational, uW	sequential, uW
after CTS	0	254	0
after global routing	0	284	0
final	0	262	0
[stage by stage]
step	hold WS [ns]	instances	area [sq um]
floorplan	12.45	1516	11300
global placement	13.34	1961	13700
detailed placement	13.33	1961	13700
CTS	13.33	1961	13700
global route	13.37	1962	13800
finish	13.33	1962	13800
[area by class of cell]
| cell class | instances | area [sq um] |
|---|---|---|
| Tap cell | 280 | 350 |
| Multi-Input combinational cell | 1266 | 10200 |
| Inverter | 126 | 473 |
| Timing Repair Buffer | 290 | 2760 |
| Fill cell | 1940 | 8200 |
[repair_timing]
action                                  4_1_cts  5_1_grt
gates resized                                 0        1
endpoints found under the setup margin        0        2
setup buffers                                 0        1
[cells in the final DEF, fill, tap and decap left out, drive strengths merged, types with 15 or more instances in the layout]
cell,n
clkdlybuf4s50,232
mux2i,143
ha,126
inv,126
o21ai,126
nand2,106
nor2,73
a31oi,67
nor3,65
fa,61
buf,58
a21oi,58
nand3,55
o22ai,49
o221ai,25
xnor2,24
a211oi,22
o211ai,20
a22oi,19
xor2,15
mux2,15
[how the worst max path moves through the flow]
stage                        start              end  depth (start not counted)
after CTS             EX_MEM_RD[1]  WriteData_o[30]                         43
after global routing  EX_MEM_RD[0]  WriteData_o[30]                         43
final                 MEM_WB_RD[4]  WriteData_o[30]                         43
[tightest hold or removal path: cells and delay by family]
| family | cells | cell delay (ns) |
|---|---|---|
| buf+inv | 2 | 0.76 |
| simple gates | 1 | 0.12 |
[synth_stat cells (all sizes together) (15+ instances only)]
master,instances
a211oi,22
a21oi,58
a22oi,19
a31oi,67
buf,81
clkbuf,43
fa,61
ha,126
inv,126
mux2,15
mux2i,143
nand2,106
nand3,55
nor2,73
nor3,65
o211ai,20
o21ai,126
o221ai,25
o22ai,49
xnor2,24
xor2,15
[logic make-up (layout without fill, tap and decap cells)]
| kind of cell | after synthesis | count (layout) |
|---|---|---|
| AND-OR/OR-AND | 507 | 507 |
| AND/OR/NAND/NOR | 372 | 372 |
| buffers and inverters | 250 | 416 |
| adder cells (fa/ha/maj) | 187 | 187 |
| multiplexers | 160 | 160 |
| XOR/XNOR | 40 | 40 |
